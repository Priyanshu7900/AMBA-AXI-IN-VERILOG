$ cat /design/flow/run.sh
#!/bin/bash
# OpenROAD 26Q1-2900-gdf79404cd8, Yosys 0.63+post, stock flow scripts
make -C /OpenROAD-flow-scripts/flow DESIGN_CONFIG=/design/flow/config.mk WORK_HOME=/design/flow/orfs finish
$ cat /design/flow/design.v
`timescale 1ns / 1ps
module m_axi (       
 input wire i_clk,
 i_resetn,
 input wire i_wr,
 input wire [31:0] i_din,
 input wire [3:0] i_strb,
 input wire [31:0] i_addrin,
 output reg m_axi_awvalid,
 input wire m_axi_awready,
 output reg [31:0] m_axi_awaddr,
 output reg m_axi_wvalid,
 input wire m_axi_wready,
 output reg [31:0] m_axi_wdata,
 output reg [ 3:0] m_axi_wstrb,
 input wire m_axi_bvalid,
 output reg m_axi_bready,
 input wire [ 1:0] m_axi_bresp
);
 initial m_axi_awvalid = 0;
 initial m_axi_wvalid = 0;
 initial m_axi_bready = 0;
 always @(posedge i_clk) begin
 if (i_resetn == 1'b0) begin
 m_axi_awvalid <= 0;
 m_axi_wvalid <= 0;
 m_axi_bready <= 0;
 end else if (m_axi_bready) begin
 if (m_axi_awready) m_axi_awvalid <= 0;
 if (m_axi_wready) m_axi_wvalid <= 0;
 if (m_axi_bvalid) m_axi_bready <= 0;
 end else if (i_wr) begin
 m_axi_awvalid <= 1;
 m_axi_wvalid <= 1;
 m_axi_bready <= 1;
 end
 end
 initial m_axi_awaddr = 0;
 always @(posedge i_clk) begin
 if (i_resetn == 1'b0) m_axi_awaddr <= 0;
 else if (i_wr) m_axi_awaddr <= i_addrin;
 else if (m_axi_awvalid && m_axi_awready) m_axi_awaddr <= 0;
 end
 initial m_axi_wdata = 0;
 initial m_axi_wstrb = 0;
 always @(posedge i_clk) begin
 if (i_resetn == 1'b0) begin
 m_axi_wdata <= 0;
 m_axi_wstrb <= 0;
 end else if (i_wr) begin
 m_axi_wdata <= i_din;
 m_axi_wstrb <= i_strb;
 end else if (m_axi_wvalid && m_axi_wready) begin
 m_axi_wdata <= 0;
 m_axi_wstrb <= 0;
 end
 end
endmodule
module s_axi (
 input wire i_clk,
 i_resetn,
 input wire s_axi_awvalid,
 output reg s_axi_awready,
 input wire [31:0] s_axi_awaddr,
 input wire s_axi_wvalid,
 output reg s_axi_wready,
 input wire [31:0] s_axi_wdata,
 input wire [ 3:0] s_axi_wstrb,
 output reg s_axi_bvalid,
 input wire s_axi_bready,
 output reg [ 1:0] s_axi_bresp
);
 initial s_axi_awready = 0;
 always @(posedge i_clk) begin
 if (i_resetn == 1'b0) s_axi_awready <= 0;
 else if (s_axi_awready) s_axi_awready <= 1'b0;
 else if (s_axi_awvalid) s_axi_awready <= 1'b1;
 end
 initial s_axi_wready = 0;
 always @(posedge i_clk) begin
 if (i_resetn == 1'b0) s_axi_wready <= 0;
 else if (s_axi_wready) s_axi_wready <= 1'b0;
 else if (s_axi_wvalid) s_axi_wready <= 1'b1;
 end
 reg [31:0] addr_in = 0;
 reg valid_a = 0;
 always @(posedge i_clk) begin
 if (i_resetn == 1'b0) begin
 addr_in <= 0;
 valid_a <= 0;
 end else if (s_axi_bvalid) begin
 addr_in <= 0;
 valid_a <= 0;
 end else if (s_axi_awvalid) begin
 addr_in <= s_axi_awaddr;
 valid_a <= 1'b1;
 end
 end
 reg [31:0] data_in;
 reg valid_d = 0;
 always @(posedge i_clk) begin
 if (i_resetn == 1'b0) begin
 data_in <= 0;
 valid_d <= 0;
 end else if (s_axi_bvalid) begin
 data_in <= 0;
 valid_d <= 0;
 end else if (s_axi_wvalid) begin
 data_in <= s_axi_wdata;
 valid_d <= 1;
 end
 end
 reg [31:0] mem[16];
 always @(posedge i_clk) begin
 if (i_resetn == 1'b0) begin
 for (int i = 0; i < 16; i++) begin
 mem[i] <= 0;
 end
 end else if (valid_a && valid_d & addr_in <= 15) begin
 mem[addr_in] <= data_in;
 end
 end
 initial s_axi_bvalid = 0;
 initial s_axi_bresp = 0;
 always @(posedge i_clk) begin
 if (i_resetn == 1'b0) begin
 s_axi_bvalid <= 0;
 s_axi_bresp <= 0;
 end else if (valid_a && valid_d && !s_axi_bvalid) begin
 s_axi_bvalid <= 1;
 if (addr_in <= 15) s_axi_bresp <= 2'b00;
 else s_axi_bresp <= 2'b11;
 end else if (s_axi_bvalid) begin
 s_axi_bvalid <= 0;
 s_axi_bresp <= 2'b00;
 end else begin
 s_axi_bvalid <= 0;
 s_axi_bresp <= 2'b00;
 end
 end
endmodule
$ cat /design/flow/config.mk
export PLATFORM = sky130hd
export DESIGN_NAME = s_axi
export DESIGN_NICKNAME = s_axi
export VERILOG_FILES = /design/flow/design.v
export SDC_FILE = /design/flow/constraint.sdc
export NUM_CORES = 4
export LEC_CHECK = 1
export CORE_AREA = 10 10 99 99
export DIE_AREA = 0 0 109 109
$ cat /design/flow/constraint.sdc
current_design s_axi

set clk_period 1.6
set clk_io_pct 0.2

create_clock -name clk0 -period $clk_period [get_ports {i_clk}]

set non_clock_inputs [all_inputs -no_clocks]
set_input_delay [expr $clk_period * $clk_io_pct] -clock clk0 $non_clock_inputs
set_output_delay [expr $clk_period * $clk_io_pct] -clock clk0 [all_outputs]
==> out/metrics.yaml <==
ant_nets: 0
fin_crit_ns: 1.43
power_density_nw_per_um2: 996
cts_hold_buf: 0
cpPeakStageDelay_ns: 0.47
ys_seq_share_pct: 52.5
final-max-slew-violation-count: 0
yosys_area_um2: 1300
vdd_ir_drop_max_mv: 0.281
clock-sinks: 34
path_clk_slew_ns: 0.07
power_frac_seq_pct: 51.3
path_buffers: 1
layout_top_cells: "clkdlybuf4s50_1 (35), dfxtp_1 (34), nor2_1 (33)"
cts_tree: "built"
overflow: 0
first_global_vias: 1003
place.gp.congestion: 0.705
report.final.setup_viol: 0
fin_crit_sh_pct: 89.3
pin_count: 78
reg2reg_slack_ns: 0.48
critPathArrivalTime_ns: 1.11
worstHoldPathCells: 1
htree_levels: 2
ys_types: 16
p_leak_nw: 0.743
critical_path_class: "reg -> out"
timing.rr.start: "addr_in[27]$_SDFFE_PP0P_"
critPathLaunchType: "flop"
die_y_um: 109
critPathSlowestCell: "clkdlybuf4s50_1"
path_delay_family: "buffers and inverters"
wire_per_inst_um: 11.1
tightest_slew_ns: 0.369
lay_top_count: "clkdlybuf4s50_1"
drive_above_1_share_pct: 10.8
vias_per_cell: 3.47
cp_cell_sequence: "clkdlybuf4s50_1"
std_cell_rows: 32
initial_core_util_pct: 16.8
io_buffers: 36
ys_ff: 34
rsz0062_at_grt: "false"
avgSynthCellArea_um2: 10.9
switching_share_pct: 23.2
p_comb_share_pct: 12.6
drv_cap: 0
dr.pass1.iters: 2
hold_violations: 0
power.internal_mw: 1.39
clk_latency_ns: 0.28
fillers: 815
final_area_um2: 1810
ctsResizeCount: 0
synth_warnings: 1
vias: 899
end_kind: "primary output"
pwr-share-clk_pct: 36.0
core_area_um2: 7730
grt_max_degree: 31
setup-tns-final_ns: 0
dp_hpwl_um: 2200
fmax_mhz: 700
drt_iter0_drc: 9
grtUsageTotal_pct: 4.94
cts_made_buffers: 5
worstHoldStart: "s_axi_wready$_SDFF_PP0_"
dpl-instance-area_um2: 1720
worstReg2RegEnd: "s_axi_bresp[0]$_SDFF_PN0_"
wl_um: 2860
slew_headroom_pct: 75.2
synth_cells: 119
min_to: "s_axi_wready$_SDFF_PP0_"
synth_area_um2: 1300
openroad.warnings: 66
ff2ff_path_depth: 3
area_delta_synth_final_pct: 40.0
die.size.x_um: 109
post_cts.repair.setup_buffers: 0
antenna_found_initial: 0
finClkSkew_ns: 0.00712
power_switching_mw: 0.419
min_path_type: "reg -> reg"
root_buffer: "clkbuf_8"
grt_pass1_wl_um: 4840
ys_cells: 119
power.total_mw: 1.81
cp_max_fo: 2
drc: 0
antenna_cells: 0
status: "finished, final reports clean"
clock_path_buffers: 2
required_ns: 1.28
die_area_um2: 11900
-- area by class of cell --
cell class / count / area [um2] / area share, %
sequential: 34 / 681 / 37.5
tap: 102 / 128 / 7.03
timing repair buffer: 39 / 390 / 21.5
clock inverter: 2 / 12.5 / 0.690
multi-input combinational: 76 / 520 / 28.7
clock buffer: 6 / 82.6 / 4.55
-- worst max-delay path by stage --
stage / cells after the start / slack (ns) / startpoint / endpoint
4_1_cts: 1 / 0.13 / s_axi_bresp[0]$_SDFF_PN0_ / s_axi_bresp[0]
5_1_grt: 1 / 0.1 / s_axi_bresp[0]$_SDFF_PN0_ / s_axi_bresp[1]
6_report: 1 / 0.17 / s_axi_bresp[0]$_SDFF_PN0_ / s_axi_bresp[0]
-- power by group through the flow --
| stage | Combinational, mW | Sequential, mW | Clock, mW |
|---|---|---|---|
| 4_1_cts | 0.234 | 0.928 | 0.685 |
| 5_1_grt | 0.253 | 0.935 | 0.732 |
| 6_report | 0.228 | 0.927 | 0.651 |
-- flip-flops by register name, summed over array words and instances (netlist names) --
name,flops
addr_in,28
s_axi_awready,1
s_axi_bresp,1
s_axi_bvalid,1
s_axi_wready,1
valid_a,1
valid_d,1
-- stage by stage --
step / setup WS [ns] / utilization [%] / instances / hold WS [ns]
after CTS: 0.128 / 23.5 / 259 / 0.414
after detailed placement: 0.249 / 22.2 / 251 / 0.403
final: 0.171 / 23.5 / 259 / 0.410
after global placement: 0.259 / 22.2 / 251 / 0.398
after global routing: 0.0972 / 23.5 / 259 / 0.441
after floorplan: 0.661 / - / 119 / 0.366
-- cells in the mapped netlist, drive strengths merged --
master	instances	area, um2
and3b	1	8.76
nand2	2	7.51
buf	9	95.1
nor2	34	130
nand2b	1	6.26
nor4	7	68.8
o21a	1	7.51
nand3	1	5.00
dfxtp	34	681
nand4	1	6.26
mux2i	28	280
-- layer usage --
layer / vias to the layer above / global-route usage (%) / share of wire, %
met5: - / 0 / 0
met4: 0 / 1.04 / 2.3
met3: 5 / 2.21 / 10
met2: 24 / 7.54 / 44
met1: 394 / 6.34 / 44
li1: 476 / - / -
-- kinds of logic (layout without fill, tap and decap cells) --
kind of cell / Yosys count / in the layout / synth area share [%]
AND/OR/NAND/NOR: 47 / 47 / 18.0
flip-flops: 34 / 34 / 52.5
multiplexers: 28 / 28 / 21.6
buffers and inverters: 9 / 47 / 7.34
AND-OR/OR-AND: 1 / 1 / 0.579
Power figures rest on the tool's default switching activity, not on a simulated workload.
