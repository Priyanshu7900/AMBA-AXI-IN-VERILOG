===== flow/config.mk =====
export PLATFORM = sky130hd
export DESIGN_NAME = axis_fifo
export DESIGN_NICKNAME = axis_fifo
export VERILOG_FILES = /design/flow/design.v
export SDC_FILE = /design/flow/constraint.sdc
export NUM_CORES = 4
export LEC_CHECK = 1
export CORE_UTILIZATION = 50

===== flow/constraint.sdc =====
current_design axis_fifo

set clk_period 5.2
set clk_io_pct 0.2

create_clock -name clk0 -period $clk_period [get_ports {aclk}]

set non_clock_inputs [all_inputs -no_clocks]
set_input_delay [expr $clk_period * $clk_io_pct] -clock clk0 $non_clock_inputs
set_output_delay [expr $clk_period * $clk_io_pct] -clock clk0 [all_outputs]

===== flow/design.v =====
module axis_fifo
 ( 
 input wire aclk,
 input wire aresetn,
 input wire s_axis_tvalid,
 input wire [7:0] s_axis_tdata,
 input wire s_axis_tkeep,
 input wire s_axis_tlast,
 output reg m_axis_tvalid,  
 output reg [7:0] m_axis_tdata,  
 output reg m_axis_tkeep,  
 output reg m_axis_tlast,  
 input wire m_axis_tready  
);
reg [7:0] mem_d [16];
reg mem_k [16];
reg mem_l [16];
reg [4:0] wr_ptr;
reg [4:0] rd_ptr;
wire full;
wire empty;
reg [4:0] count;
assign full = (count == 5'd15) ? 1 : 0;
assign empty = (count == 5'd0) ? 1 : 0;
always @(posedge aclk) begin
 if(aresetn == 1'b0) begin
 wr_ptr <= 0;
 rd_ptr <= 0;
 count <= 0;
 m_axis_tvalid <= 1'b0;
 m_axis_tkeep <= 1'b0;
 m_axis_tlast <= 1'b0;
 m_axis_tdata <= 8'h00;
 for (int i = 0; i < 16; i++) begin
 mem_d[i] <= 8'h00;
 mem_k[i] <= 1'b0;
 mem_l[i] <= 1'b0;
 end
 end
 else if (s_axis_tvalid == 1'b1 && full == 1'b0) begin
 mem_d[wr_ptr] <= s_axis_tdata;
 mem_k[wr_ptr] <= s_axis_tkeep;
 mem_l[wr_ptr] <= s_axis_tlast;
 wr_ptr <= wr_ptr + 1;
 count <= count + 1;
 m_axis_tvalid <= 1'b0;
 m_axis_tkeep <= 1'b0;
 m_axis_tlast <= 1'b0;
 m_axis_tdata <= 8'h00;
 end 
 else if (m_axis_tready == 1'b1 && empty == 1'b0) begin
 m_axis_tdata <= mem_d[rd_ptr] ;
 m_axis_tkeep <= mem_k[rd_ptr];
 m_axis_tlast <= mem_l[rd_ptr];
 m_axis_tvalid <= 1'b1;
 rd_ptr <= rd_ptr + 1;
 count <= count - 1;
 end
end
endmodule

===== flow/run.sh =====
#!/bin/bash
# OpenROAD 26Q1-2900-gdf79404cd8, Yosys 0.63+post, stock flow scripts
make -C /OpenROAD-flow-scripts/flow DESIGN_CONFIG=/design/flow/config.mk WORK_HOME=/design/flow/orfs finish

==> changes_impl.md <==
### Changed

- Max_slew headroom: 44.5%
- Top cells excl fill/tap: and2_1 (129), edfxtp_1 (128), nand2_1 (74), dfxtp_1 (54), mux4_2 (40)
- Status: finished, final reports clean
- Area delta synth->final: 9.46%
- Arrival time worst endpoint: 3.51 ns
- Detailed Routing Iterations Pass 1: 4
- Post-route minimum period: 3.14 ns
- Largest net degree at the start of global routing: 33
- Pleak: 3.29 nW
- Register bit count reported by yosys: 184
- DRT iter0 DRCs: 329
- Post-synthesis sequential area ratio: 55.9%
- Total grt overflow: 0
- Crit-path cells: clkdlybuf4s50_1 > o21ai_2 > inv_1 > fa_1 > nand3b_1 > a2111oi_0 > a31o_2 > or3_1
- Chip area in the Yosys report: 8880 sq um
- Max Slew Vio Count: 0
- Worst-Margin Slew: 0.830 ns
- CP Capture Type: flop
- Hold path startpoint: mem_l[14]
- DRC violations left: 0
- Worst path top cell family by delay: buffers and inverters
- CTS tree: yes
- Routability Congestion: 0.899
- Total GRT Usage: 25.2%
- Post-CTS setup buffer count: 0
- Final TNS setup: 0 ns
- Critical-path maximum fanout: 14
- Period utilization: 60.5%
- Worst-path clk slew: 0.07 ns
- Met2 Use GR: 38.5%
- Grt met3 use: 8.40%
- Fmax: 318 MHz
- Crit path kind: in2reg
- Top_reg_cell synth: edfxtp_1
- Worst Setup SP: s_axis_tvalid
- Hpwl dp: 13600 um
- Met1 GRT Util: 37.9%
- CTS resizes: 0
- Number of antenna violations at the first check in global routing: 1
- Pwr Density: 326 nW/um^2
- Reg2Reg Launch Point: count[4]
- Post-Route WL: 20000 um
- Number of enable flip-flop cells: 128
- Number of CTS-inserted buffers: 17
- Late-Pin Clk Latency: 0.43 ns
- Syn_area_per_cell: 13.3 sq um
- Yosys stat cell total: 669
- Max H-tree Level: 4
- Max incr delay on CP: 0.54 ns
- Core area: 17300 sq um
- Stage-log warning count: 29
- Synth Instances: 669
- Routed Antenna Nets: 0
- Min-delay worst type: reg2reg
- Peak VDD IR: 0.000238 V
- Required time of the critical path: 5.57 ns
- Final instance area: 9730 sq um
- Hold-fix buffers, CTS: 0
- Worst path slowest cell: clkdlybuf4s50_1
- Placed inst area: 9170 sq um
- Most common logic cell in the routed design: and2_1
- Finish-stage setup viols: 0
- Fp_density: 51.4%
- Clock Skew: 0.00601 ns
- Bufs on Longest Clock Path: 2
- Die X: 135 um
- DR vias: 5180
- Hold violation count in the final report: 0
- CP bufs+invs: 2
- I/O pin count: 25
- CTS Root Cell: clkbuf_16
- DIE HEIGHT: 135 um
- Max cap viols: 0
- Synth warnings: 1
- First-pass GRT wire length: 30700 um
- Via density per instance: 5.71
- Routed WL per cell: 22.0 um
- Fill cells: 1343
- Busiest grt layer: met2
- Distinct cells, synth: 49
- Diode count: 0
- Startpoint Class: input port
- RSZ-0062 raised after global routing: false
- Post-Syn Area: 8880 sq um
- Share of cells above drive strength 1: 17.7%
- # port buffers: 24
- Clock Sinks: 184
- Chip area: 18300 sq um
- Setup slack, reg-to-reg: 2.48 ns
- Asr flop ratio synth: 0%
- # rows: 48
- Vias in the first global route: 5186
-- state kept, by name, summed over array words and instances, names as in the netlist --
| register | count |
|---|---|
| mem_d | 128 |
| rd_ptr | 4 |
| wr_ptr | 4 |
| mem_l | 16 |
| m_axis_tkeep | 1 |
| m_axis_tlast | 1 |
| m_axis_tvalid | 1 |
| mem_k | 16 |
| count | 5 |
| m_axis_tdata | 8 |
-- Yosys cell counts (2+ instances only) --
library cell	n	area, sq um
a2111oi_4	11	303
nand3_1	7	35.0
inv_1	8	30.0
o311a_1	2	20.0
mux4_2	40	901
nor2_1	7	26.3
clkbuf_2	5	25.0
buf_2	16	80.1
a221o_1	10	100
and2_1	129	807
clkbuf_1	22	82.6
a2111oi_2	5	75.1
nand3b_1	2	15.0
nor4_1	10	62.6
buf_6	10	113
a2111oi_0	2	17.5
a21oi_1	9	45.0
ha_1	9	113
mux2_2	10	113
dfxtp_1	56	1120
nand2b_1	19	119
xnor2_1	3	26.3
edfxtp_1	128	3840
o211ai_1	2	15.0
or3_1	2	12.5
mux2i_1	11	110
nand2_1	74	278
buf_4	3	22.5
o21ai_0	37	185
-- area by class of cell --
cell class / count / area, sq um / share of cell area, %
inverter: 8 / 30.0 / 0.309
multi-input combinational: 419 / 3540 / 36.4
sequential: 184 / 4970 / 51.1
timing repair buffer: 39 / 348 / 3.58
clock buffer: 18 / 429 / 4.41
tap: 225 / 282 / 2.89
clock inverter: 14 / 126 / 1.30
-- kinds of logic (layout without fill, tap and decap cells) --
logic type               Yosys count  after routing  share of synthesized area [%]
AND-OR/OR-AND                     86             86                           9.41
flip-flops                       184            184                           55.9
XOR/XNOR                           4              4                          0.394
adder cells (fa/ha/maj)           10             10                           1.49
AND/OR/NAND/NOR                  258            258                           15.9
multiplexers                      61             61                           12.6
buffers and inverters             66             79                           4.24
-- through the flow --
stage / std cells / util, % / total power [W] / hold slack, ns / setup WS, ns
global placement: 875 / 53.0 / 0.00199 / 0.452 / 1.72
global route: 907 / 56.2 / 0.00328 / 0.487 / 1.85
floorplan: 669 / - / 0.00189 / 0.416 / 2.47
detailed placement: 875 / 53.0 / 0.00199 / 0.459 / 1.69
CTS: 907 / 56.2 / 0.00319 / 0.470 / 2.13
finish: 907 / 56.2 / 0.00317 / 0.470 / 2.06
-- report_power, final --
group / internal (W) / switching, W / total, W
registers: 0.00162 / 0.0000417 / 0.00166
clock network: 0.000661 / 0.000548 / 0.00121
logic: 0.000111 / 0.000187 / 0.000298
-- per-layer routing --
layer  routed length, um  vias to the layer above
met1                7830                     2510
met4                 572                        2
met2                9810                      194
met3                1730                       30
met5                  36                        -
li1                    -                     2444
-- tightest hold or removal path, cell delays in order, from the launching register on --
cell,delay (ns)
dfxtp_1,0.31
nand2_1,0.05
o21ai_0,0.06
-- final timing paths --
| kind | endpoint | depth (start not counted) |
|---|---|---|
| worst min register to register | mem_l[14] | 2 |
| worst max-delay path | count[4] | 8 |
| worst min-delay path | mem_l[14] | 2 |
| worst max register to register | count[4] | 8 |
Power figures rest on the tool's default switching activity, not on a simulated workload.
