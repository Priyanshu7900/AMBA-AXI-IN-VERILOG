## design.v

```verilog
module axi_master
(
 input wire m_axi_aclk,
 input wire m_axi_aresetn,
 output reg [2:0] m_axi_awid ,
 output reg [31:0] m_axi_awaddr,
 output reg [2:0] m_axi_awsize,
 output reg [1:0] m_axi_awburst,
 output reg [7:0] m_axi_awlen,
 output reg [1:0] m_axi_awlock ,
 output reg [3:0] m_axi_awcache,
 output reg [2:0] m_axi_awprot,
 output reg [3:0] m_axi_awqos,
 output reg [4:0] m_axi_awuser,
 output reg m_axi_awvalid,
 input wire m_axi_awready,
 output reg [2:0] m_axi_wid ,
 output reg [31:0] m_axi_wdata,
 output reg [3:0] m_axi_wstrb,
 output reg m_axi_wlast,
 output reg m_axi_wvalid,
 input wire m_axi_wready,
 input wire m_axi_bid,
 input wire m_axi_bresp,
 input wire m_axi_bvalid,
 output reg m_axi_bready,
 output reg [2:0] m_axi_arid,
 output reg [31:0] m_axi_araddr,
 output reg [7:0] m_axi_arlen,
 output reg [2:0] m_axi_arsize,
 output reg [1:0] m_axi_arburst,
 output reg [1:0] m_axi_arlock,
 output reg [3:0] m_axi_arcache,
 output reg [2:0] m_axi_arprot,
 output reg [3:0] m_axi_arqos,
 output reg [4:0] m_axi_aruser,
 output reg m_axi_arvalid,
 input wire m_axi_arready,
 input wire [2:0] m_axi_rid ,
 input wire [31:0] m_axi_rdata,
 input wire [1:0] m_axi_rresp ,
 input wire m_axi_rlast,
 input wire m_axi_rvalid,
 output reg m_axi_rready,
 input wire wr,
 input wire [23:0] wr_addr,
 input wire [7:0] wr_burst_len,
 input wire [1:0] wr_burst_type,
 input wire [31:0] wr_din,
 input wire [3:0] wr_strbin,
 input wire [23:0] rd_addr,
 input wire [7:0] rd_burst_len,
 input wire [1:0] rd_burst_type,
 output reg [31:0] rout,
 output reg [1:0] resp
	);
localparam idle = 0,
 detect_op = 1,
 send_waddr = 2,
 send_wdata = 3,
 wdata_last = 4,
 wait_for_wr_resp = 5,
 comp_wr_tx = 6,
 no_ack_waddr = 7, 
 no_ack_wdata = 8,
 send_raddr = 9,
 read_rdata = 10,
 no_ack_raddr = 11,
 no_ack_rdata = 12,
 comp_rd_tx = 13;
integer burst_count = 0, wr_count = 0, rd_count = 0; 
reg [3:0] state = idle, next_state = idle;
reg [31:0] din = 0;
 initial 
 begin 
 m_axi_awvalid = 0;
 m_axi_awid = 0;
 m_axi_awaddr = 0;
 m_axi_awprot = 0;
 m_axi_wvalid = 0;
 m_axi_awlen = 0;
 m_axi_awsize = 0;
 m_axi_awburst = 0;
 m_axi_awlock = 0;
 m_axi_awcache = 0;
 m_axi_awqos = 0;
 m_axi_awuser = 0;
 m_axi_wid = 0;
 m_axi_wstrb = 0;
 m_axi_wlast = 0;
 m_axi_bready = 0;
 m_axi_arvalid = 0;
 m_axi_arid = 0;
 m_axi_araddr = 0;
 m_axi_arlen = 0;
 m_axi_arsize = 0;
 m_axi_arburst = 0;
 m_axi_arqos = 0;
 m_axi_arprot = 0;
 m_axi_arlock = 0;
 m_axi_arcache = 0;
 m_axi_aruser = 0;
 m_axi_rready = 0;
 burst_count = 0;
 din = 0;
 m_axi_wdata = 0;
 state = idle; 
 rout = 0;
 resp = 0; 
 end
always @(posedge m_axi_aclk) begin
 if (!m_axi_aresetn) begin
 state <= idle;
 end else begin
 case (state)
 idle: begin
 m_axi_awvalid <= 0;
 m_axi_awid <= 0;
 m_axi_awaddr <= 0;
 m_axi_awprot <= 0;
 m_axi_wvalid <= 0;
 m_axi_awlen <= 0;
 m_axi_awsize <= 0;
 m_axi_awburst <= 0;
 m_axi_awlock <= 0;
 m_axi_awcache <= 0;
 m_axi_awqos <= 0;
 m_axi_awuser <= 0;
 m_axi_wid <= 0;
 m_axi_wstrb <= 0;
 m_axi_wlast <= 0;
 m_axi_wdata <= 0;
 m_axi_bready <= 0;
 m_axi_arvalid <= 0;
 m_axi_arid <= 0;
 m_axi_araddr <= 0;
 m_axi_arlen <= 0;
 m_axi_arsize <= 0;
 m_axi_arburst <= 0;
 m_axi_arqos <= 0;
 m_axi_arprot <= 0;
 m_axi_arlock <= 0;
 m_axi_arcache <= 0;
 m_axi_aruser <= 0;
 m_axi_rready <= 0;
 burst_count <= 0;
 din <= 0;
 state <= detect_op;
 end
 detect_op: begin
 if (wr) 
 state <= send_waddr;
 else 
 state <= send_raddr;
 end
 send_waddr: begin
 din <= wr_din * 5;
 m_axi_awaddr <= wr_addr;
 m_axi_awvalid <= 1;
 m_axi_wvalid <= 1;
 m_axi_awlen <= wr_burst_len;
 m_axi_awsize <= 3'b010;
 m_axi_awburst <= wr_burst_type;
 m_axi_wdata <= wr_din;
 m_axi_wstrb <= wr_strbin << 1;
 m_axi_wlast <= 0;
 burst_count <= wr_burst_len; 
 m_axi_bready <= 1;
 if (m_axi_awready == 1) begin
 state <= send_wdata;
 wr_count <= 0;
 m_axi_awvalid <= 0;
 m_axi_awaddr <= 0;
 m_axi_awlen <= 0;
 m_axi_awsize <= 0;
 m_axi_awburst <= 0;
 end else if (wr_count == 15) begin
 state <= no_ack_waddr;
 wr_count <= 0;
 end else begin
 state <= send_waddr;
 wr_count <= wr_count + 1;
 end
 end
 send_wdata: begin
 if (m_axi_wready && burst_count != 1) begin
 burst_count <= burst_count - 1;
 din <= din * 5;
 m_axi_wdata <= din;
 state <= send_wdata;
 wr_count <= 0;
 end else if (m_axi_wready && burst_count == 1) begin
 burst_count <= burst_count - 1;
 m_axi_wdata <= din;
 state <= wdata_last;
 m_axi_wlast <= 1;
 wr_count <= 0;
 end else if (wr_count == 15) begin
 state <= no_ack_wdata;
 end else begin
 state <= send_wdata;
 wr_count <= wr_count + 1;
 end
 end
 wdata_last: begin
 if (m_axi_wready && burst_count == 0) begin
 state <= wait_for_wr_resp;
 m_axi_wvalid <= 0;
 burst_count <= 0;
 m_axi_wlast <= 0;
 m_axi_wdata <= 0;
 end
 end
 no_ack_wdata, no_ack_waddr: begin
 state <= wait_for_wr_resp;
 end
 wait_for_wr_resp: begin
 if (m_axi_bvalid == 1) begin 
 state <= comp_wr_tx;
 m_axi_bready <= 0;
 end else if (wr_count == 15) begin
 state <= idle;
 wr_count <= 0;
 end else begin
 state <= wait_for_wr_resp;
 wr_count <= wr_count + 1;
 end
 end
 comp_wr_tx: begin
 m_axi_awaddr <= 0;
 m_axi_awvalid <= 0;
 m_axi_wvalid <= 0;
 m_axi_wlast <= 0;
 m_axi_wdata <= 0;
 burst_count <= 0;
 m_axi_bready <= 0;
 state <= idle;
 end
 send_raddr: begin
 m_axi_araddr <= rd_addr;
 m_axi_arlen <= rd_burst_len;
 m_axi_arsize <= 3'b010;
 m_axi_arburst <= rd_burst_type;
 m_axi_arvalid <= 1;
 m_axi_rready <= 0;
 if (m_axi_arready == 1) begin
 state <= read_rdata;
 m_axi_arvalid <= 0;
 rd_count <= 0;
 end else if (rd_count == 15) begin
 state <= no_ack_raddr;
 rd_count <= 0; 
 end else begin
 state <= send_raddr;
 rd_count <= rd_count + 1;
 end 
 end
 read_rdata: begin
 m_axi_araddr <= 0;
 m_axi_arlen <= 0;
 m_axi_arsize <= 0;
 m_axi_arburst <= 0;
 m_axi_arvalid <= 0;
 m_axi_rready <= 1;
 if ((m_axi_rvalid == 1'b1) && (m_axi_rlast != 1)) begin
 rout <= m_axi_rdata;
 resp <= m_axi_rresp;
 state <= read_rdata;
 rd_count <= 0;
 end else if ((m_axi_rvalid == 1'b1) && (m_axi_rlast == 1)) begin
 rout <= m_axi_rdata;
 resp <= m_axi_rresp;
 state <= comp_rd_tx;
 rd_count <= 0;
 end else if (rd_count == 15) begin
 state <= no_ack_rdata;
 rd_count <= 0;
 end else begin
 rd_count <= rd_count + 1;
 state <= read_rdata;
 end
 end
 no_ack_raddr, no_ack_rdata: begin
 m_axi_rready <= 0;
 state <= idle;
 rout <= 0;
 resp <= 0;
 end 
 comp_rd_tx: begin
 m_axi_rready <= 0;
 state <= idle;
 rout <= 0;
 resp <= 0;
 end
 default: state <= idle;
 endcase
 end
end
endmodule
```

## run.sh

```bash
#!/bin/bash
# OpenROAD 26Q1-2900-gdf79404cd8, Yosys 0.63+post, stock flow scripts
make -C /OpenROAD-flow-scripts/flow DESIGN_CONFIG=/design/flow/config.mk WORK_HOME=/design/flow/orfs finish
```

## config.mk

```make
export PLATFORM = sky130hd
export DESIGN_NAME = axi_master
export DESIGN_NICKNAME = axi_master
export VERILOG_FILES = /design/flow/design.v
export SDC_FILE = /design/flow/constraint.sdc
export NUM_CORES = 4
export LEC_CHECK = 1
export CORE_UTILIZATION = 30
```

## constraint.sdc

```tcl
current_design axi_master

set clk_period 16.1
set clk_io_pct 0.2

create_clock -name clk0 -period $clk_period [get_ports {m_axi_aclk}]

set non_clock_inputs [all_inputs -no_clocks]
set_input_delay [expr $clk_period * $clk_io_pct] -clock clk0 $non_clock_inputs
set_output_delay [expr $clk_period * $clk_io_pct] -clock clk0 [all_outputs]
```

==> run_results.csv <==
group,metric,value,unit
global_routing,grt.total_usage,0.157,
critical_path,critPathArrivalTime,6.75,ns
cts,cts_tree,"yes",
route,first_iter_violations,723,
critical_path,crit_type,"input pin to flip-flop",
pwr,p_per_area,151,nW/um^2
timing,finalCritPeriodShare,0.402,
run,warning_count,33,
cts,clkTransAtPathRegs,0.05,ns
floorplanning,die_w,237,microns
cts,cts-htree-levels,2,
timing,setup_violations,0,
timing,maxSlewHeadroom,0.448,
place,dpl_worst_slack,9.11,ns
critical_path,max_stage_delay,0.60,ns
synth,synth-area-yosys,16500,sq um
synth,async_flop_share,0,
route,routed_via_density,4.86,
synth,avgSynthCellArea,11.0,sq um
critical_path,path_cells,"clkdlybuf4s50_1 -> ha_1 -> ha_1 -> a21oi_1 -> nor2b_1 -> nor4_1 -> o31ai_1 -> a211oi_1 -> o21bai_1 -> nor4b_1 -> a211o_1",
cts,cts.path.max_buffers,3,
floorplanning,rows,85,
synth,edf_count,273,
timing,tns,0,ns
place,placedInstanceArea,20100,sq um
pwr,leakage,8.01,nW
synth,postSynthSeqShare,0.500,
synth,synth-seq-cells,277,
route,drc,0,
floorplanning,core-area,54100,sq um
synth,synth.distinct_cells,68,
pwr,p_int,2.15,mW
synth,ys.flop_type,"edfxtp_1",
route,num_vias,12300,
cts,hold_buffers,0,
global_routing,antenna_found_initial,2,
global_routing,grt_overflow,0,
pwr,max-vdd-ir-drop,0.0000736,V
timing,timing.final.ws_setup,9.63,ns
final_layout,layout-drive-gt1-share,0.0508,
timing,fmax,155,MHz
synth,yosysWarnings,1,
cts,cts-root-buf,"clkbuf_16",
global_routing,grt_pass1_vias,12200,
pwr,power.net_switching,1.07,mW
cts,cts_setup_buffers,0,
place,gp_congestion,0.856,
synth,synthCells,1510,
pwr,pwr-share-clk,0.249,
pwr,seqPwrFrac,0.371,
critical_path,cp_slowest_cell,"a211oi_1",
pwr,power_frac_comb,0.379,
run_status,outcome,"complete, no violations",
final_layout,final-comb-area,7760,sq um
final_layout,utilization,0.393,
timing,rsz0062_at_grt,"false",
timing,slew_viol_final,0,
route,routed_wirelength,42900,microns
critical_path,end_kind,"flip-flop",
pwr,sw_frac_of_total,0.332,
cts,cts_made_buffers,35,
place,dp_hpwl,32000,microns
final_layout,finalInstanceArea,21300,sq um
critical_path,critPathRequiredTime,16.38,ns
final_layout,ff_latch_area,8280,sq um
timing,fin_crit,6.47,ns
min_path,min-delay-path-class,"flip-flop to flip-flop",
timing,worst_clock_skew,0.0226,ns
final_layout,area_delta_synth_final,28.5,%
route,wl_per_cell,17.0,microns
critical_path,cp_num_buf_inv,1,
critical_path,crit_path_frequent_cell,"ha_1",
global_routing,grt_max_degree,56,
place,io_buffers,290,
route,first_pass_iters,8,
floorplanning,initCoreUtil,0.306,
cts,clock-sinks,277,
global_routing,grt_pass1_wl,66600,microns
floorplanning,dieArea,56100,sq um
final_layout,fill_cells,5092,
timing,finalHoldViolCount,0,
floorplanning,die_h,237,microns
timing,worstMarginPinSlew,0.825,ns
cts,post_cts_resized,0,
floorplanning,ios,363,
critical_path,cp_max_fo,5,
critical_path,worstSetupStartpointType,"input pin",
route,final_antenna_net_count,0,
synth,ys_cells,1510,
critical_path,path_delay_family,"AND-OR/OR-AND gates",
synth,syn_area,16500,sq um
run,drv_cap,0,
cts,worstSkewPairLatency,0.54,ns
[worst register-to-register path, stage by stage (launching register included)]
cell and delay (ns):
dfxtp_1 0.69, clkinv_1 0.45, nor2_1 0.40, and3_2 0.23, buf_4 0.49, a21oi_4 0.04, buf_4 0.33, a211oi_4 0.79
buf_4 0.69
[worst paths after layout]
kind	end	from	depth (start not counted)	slack (ns)
hold / removal	wr_count[0]	wr_count[0]	1	0.59
setup reg to reg	m_axi_wdata[22]	state[1]	8	11.57
setup / recovery	din[26]	wr_din[6]	11	9.63
hold reg to reg	wr_count[0]	wr_count[0]	1	0.59
[cell usage in the layout, fill, tap and decap left out, types with 13 or more instances in the layout]
master             n
and3_1            22
o21ai_0           45
nand3_1           38
nor4_1            20
o22ai_1           14
a22o_1            40
xor2_1            65
conb_1            66
a21oi_1           82
nor2_1           142
ha_1             119
a21o_1            38
inv_1             28
and2_1           109
edfxtp_1         273
buf_4             20
o21a_1            13
or3_1             14
clkdlybuf4s50_1  290
nand2_1           89
nand4_1           20
nor3_1            22
xnor2_1           55
clkbuf_16         36
[cell type report]
cell class | instances | area share
inverters | 31 | 0.00548
clock buffers | 44 | 0.0438
clock inverters | 19 | 0.0114
flip-flops and latches | 277 | 0.390
diodes | 1 | 0.000118
multi-input cells | 1150 | 0.365
well taps | 696 | 0.0410
repair buffers | 310 | 0.144
[kinds of logic (layout without fill, tap and decap cells)]
kind of cell | after synthesis | count (layout) | synth area share
adders and majority gates | 121 | 121 | 0.0924
DFF | 277 | 277 | 0.500
AOI/OAI and AO/OA | 309 | 309 | 0.126
and+or+nand+nor | 528 | 528 | 0.165
muxes | 6 | 6 | 0.00378
buffers and inverters | 148 | 404 | 0.0490
other | 1 | 67 | 0.000227
xor gates and xnor gates | 120 | 120 | 0.0635
[power by group through the flow]
stage | Sequential [mW] | Combinational (mW) | Clock, mW
global route | 1.22 | 1.37 | 0.852
finish | 1.19 | 1.22 | 0.801
CTS | 1.20 | 1.24 | 0.829
[flip-flops by register name, summed over array words and instances (netlist names)]
name / count
burst_count: 32
din: 32
m_axi_araddr: 24
m_axi_arburst: 2
m_axi_arlen: 8
m_axi_arsize: 1
m_axi_arvalid: 1
m_axi_awaddr: 24
m_axi_awburst: 2
m_axi_awlen: 8
m_axi_awsize: 1
m_axi_awvalid: 1
m_axi_bready: 1
m_axi_rready: 1
m_axi_wdata: 32
m_axi_wlast: 1
m_axi_wstrb: 3
m_axi_wvalid: 1
rd_count: 32
resp: 2
rout: 32
state: 4
wr_count: 32
[stage by stage]
stage | hold WS (ns) | cells | total power, mW
floorplan | 0.547 | 1575 | 1.93
global placement | 0.577 | 2464 | 2.42
detailed placement | 0.589 | 2464 | 2.43
CTS | 0.596 | 2527 | 3.26
global route | 0.616 | 2527 | 3.44
finish | 0.593 | 2528 | 3.21
[synth_stat cells (3+ instances only)]
library cell,n,area [sq um]
a211o_1,7,61.3
a211oi_1,4,30.0
a21boi_0,3,22.5
a21o_1,38,285
a21oi_1,84,420
a22o_1,40,350
a31oi_1,5,31.3
a41o_1,3,30.0
and2_1,109,682
and3_1,23,144
and4_1,7,61.3
buf_1,4,15.0
buf_4,66,495
clkbuf_1,46,173
dfxtp_1,4,80.1
edfxtp_1,273,8200
ha_1,119,1490
inv_1,28,105
mux2i_1,4,40.0
nand2_1,89,334
nand2b_1,7,43.8
nand3_1,38,190
nand3b_1,3,22.5
nand4_1,20,125
nor2_1,142,533
nor2b_1,10,62.6
nor3_1,25,125
nor3b_1,3,22.5
nor4_1,21,131
o211ai_1,6,45.0
o21a_1,13,97.6
o21ai_0,45,225
o21bai_1,10,75.1
o22a_1,4,35.0
o22ai_1,14,87.6
o31a_1,5,43.8
o31ai_1,6,45.0
o32ai_1,5,43.8
o41ai_1,3,26.3
or3_1,14,87.6
or4_1,4,30.0
xnor2_1,55,482
xor2_1,65,569
[per-layer routing]
| layer | up-vias | track usage | part of all wire | wire length, microns |
|---|---|---|---|---|
| met5 | - | 0 | 0.00023 | 10 |
| met4 | 2 | 0.0340 | 0.025 | 1080 |
| met3 | 69 | 0.0539 | 0.092 | 3930 |
| met2 | 413 | 0.258 | 0.48 | 20500 |
| met1 | 5742 | 0.207 | 0.41 | 17400 |
| li1 | 6070 | - | - | - |
Power figures rest on the tool's default switching activity, not on a simulated workload.
